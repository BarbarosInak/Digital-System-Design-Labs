$ cat flow/config.mk
export PLATFORM = sky130hd
export DESIGN_NAME = Top_Module
export DESIGN_NICKNAME = Top_Module
export VERILOG_FILES = /design/flow/design.v
export SDC_FILE = /design/flow/constraint.sdc
export NUM_CORES = 4
export LEC_CHECK = 1
export CORE_AREA = 10 10 80 80
export DIE_AREA = 0 0 90 90
$ cat flow/constraint.sdc
current_design Top_Module

set clk_period 2.9
set clk_io_pct 0.2

create_clock -name clk0 -period $clk_period [get_ports {Clk}]

set non_clock_inputs [all_inputs -no_clocks]
set_input_delay [expr $clk_period * $clk_io_pct] -clock clk0 $non_clock_inputs
set_output_delay [expr $clk_period * $clk_io_pct] -clock clk0 [all_outputs]
$ cat flow/design.v
module Top_Module(Clk,D1,D2,nRst,counter,D3);
	input D1,D2,Clk,nRst;
	output reg [2:0] counter;
	reg [2:0] state;
	reg [2:0] nextState;
	reg count_up,count_down;
	reg route;
	output reg D3;
	parameter S0=3'b000, S1=3'b001, S2=3'b011, S3=3'b010, S4=3'b100;
	always @ ( posedge Clk, negedge nRst)
	begin
		if(nRst==1'b0)
		begin
			D3<=1'b0;
			state<=S0;
			count_up<=1'b0;
			count_down<=1'b0;
			counter<=3'd0;
		end
		else
		begin
			nextState<={D3,D2,D1};
			case(state)
				S0:
				begin
					if(nextState==3'b001 | nextState==3'b101)
						state<=S1;
					else
						state<=S0;
					route<=1'b1;
					count_up<=1'b0;
					count_down<=1'b0;
				end
				S1:
				begin
					if(nextState==3'b011 | nextState==3'b111)
					begin
						state<=S2;
						count_down<=1'b0;
					end
					else if(nextState==3'b000|nextState==3'b100)
					begin
						if(route==1'b0)
						begin
							count_down<=1'b1;
							D3<=0;
						end
						else
							count_down<=1'b0;
						state<=S0;
					end
					else
					begin
						state<=S1;
						count_down<=1'b0;
					end
					count_up<=1'b0;
				end
				S2:
				begin
					if(nextState==3'b010 | nextState==3'b110)
					begin
						state<=S3;
						D3<=1'b1;
					end
					else if(nextState==3'b001|nextState==3'b101)
						state<=S1;
					else
						state<=S2;
					count_down<=1'b0;
					count_up<=1'b0;
				end
				S3:
				begin
					if(nextState==3'b100)
					begin
						state<=S4;
						if(route==1'b1)
							count_up<=1'b1;
						else
							count_up<=1'b0;
					end
					else if(nextState==3'b011 | nextState==3'b111)
					begin
						state<=S2;
						count_up<=1'b0;
					end
					else
					begin
						state<=S3;
						count_up<=1'b0;
					end
					count_down<=1'b0;
				end
				S4:
				begin
					if(nextState==3'b101)
					begin
						D3<=1'b0;
						state<=S1;
						route<=1'b1;
					end
					else if(nextState==3'b110)
					begin
						state<=S3;
						route<=1'b0;
					end
					else
						state<=state;
					count_up<=1'b0;
					count_down<=1'b0;
				end
				default:
				begin
					state<=S0;
					D3<=1'b0;
					count_up<=1'b0;
					count_down<=1'b0;
				end
			endcase
			if(count_up==1'b1)
				counter<=counter+1'b1;
			else if(count_down==1'b1)
				counter<=counter-1'b1;
			else
				counter<=counter;
		end
	end
endmodule 
$ cat flow/run.sh
#!/bin/bash
# OpenROAD 26Q1-2900-gdf79404cd8, Yosys 0.63+post, stock flow scripts
make -C /OpenROAD-flow-scripts/flow DESIGN_CONFIG=/design/flow/config.mk WORK_HOME=/design/flow/orfs finish
==> GITHUB_STEP_SUMMARY <==
### Yosys + OpenROAD results

| Metric | Value |
|---|---|
| DRC violations left | 0 |
| VDD IR-drop max | roughly 0.00013 V |
| DR pass1 iterations | 2 |
| Gpl congestion | approximately 0.84 |
| Critical path's slowest cell | clkdlybuf4s50_1 |
| Antenna cells | 0 |
| Pin count of the biggest net entering global routing | 15 |
| Final Max Tran Viols | 0 |
| Relative slew slack | 81.2% |
| Count leader, synth | dfrtp_1 |
| F_max | just under 600 MHz |
| Net Sw Power | ~0.000079 W |
| Syn avg cell area | approximately 12 um^2 |
| Routed wire length | ~1.2 mm |
| Lkg Pwr | 0.348 nW |
| Yosys reg bits | 15 |
| Crit. End Element | primary output |
| Cells in synth_stat.txt | between 50 and 60 |
| CTS tree | done |
| Vias per cell | between 3 and 4 |
| Max stage delay on crit path | 0.50 ns |
| Critical Path Source Type | flip-flop |
| HPWL after DPL | ~950 um |
| Number of global-route vias before repair | between 400 and 500 |
| Reg power frac | a little under three fifths |
| Post-synth top cells | 10 x dfrtp_1, 4 x a21oi_1, 4 x edfxtp_1, 4 x nand2_1 |
| Reg area | 397 um^2 |
| Clock network power share | between 40% and 50% |
| Pwr Total | 0.000404 W |
| Fin crit share | 59.4% |
| Cell Area, Synth | roughly 670 um^2 |
| Synthesis-to-layout area growth | 29.1% |
| H-tree Lvls | 1 |
| Clock Sinks | 15 |
| Crit path cell chain | clkdlybuf4s50_1 |
| Pre-CTS worst setup slack | 1.30 ns |
| CTS root buffer | clkbuf_8 |
| Crit path max-delay family | buffers and inverters |
| Area reported by Yosys stat | 671 um^2 |
| Detail Route Antenna Nets | 0 |
| Area leader, netlist | dfrtp_1 |
| Clk buf depth | 2 |
| Clock Latency Late Sink | roughly 0.24 ns |
| Worst path required time | around 2.3 ns |
| Final hold violation count | 0 |
| Fill count | between 500 and 600 |
| Core area | 4720 um^2 |
| Num ports | 8 |
| CTS clk-pin slew, worst paths | about 0.06 ns |
| Yosys top cell area share | 37.3% |
| Predominant post-synthesis flop cell | dfrtp_1 |
| Initial antenna violation count | 0 |
| Post_cts resized | 0 |
| Clk_skew | roughly 0.0047 ns |
| Comb pwr share | between 4 and 5% |
| Synth Seq Share | between 50% and 60% |
| Die X | around 90 um |
| Init Core Util | between 10 and 15% |
| Power Density | 466 nW/um^2 |
| Post-CTS Hold Buffers | 0 |
| Crit path buffers/inverters | 1 |
| TNS Setup | 0 ns |
| WP depth | 1 |
| Cell Rows | 25 |
| Share of cells above drive strength 1 | between 10% and 20% |
| R2R depth | 4 |
| Drt wl/cell | just over 9 um |
| Critical path type | reg2out |
| Logic area | 251 um^2 |
| Setup WS post-layout | roughly 1.2 ns |
| Vias | between 400 and 500 |
| Unrepaired setup endpoints after global routing | false |
| Starting DRT DRC Count | 51 |
| Grt total ovfl | 0 |
| Largest fanout on the critical path | 3 |
| Main area contributors | dfrtp_1 37%, edfxtp_1 18%, dfstp_2 3.9% |
| Total CTS buffers | 3 |
| Final setup viols | 0 |
| Post-CTS setup buffer count | 0 |
| Data arrival, critical path | between 1 and 1.5 ns |
| Synth cell types | 29 |
| Measured slew at the worst slew-check pin | between 0.2 and 0.3 ns |
| PortBufs | 7 |
| Die ar. | 8100 um^2 |
| Cells after Synth | about 55 |
| Min-delay worst type | reg2reg |
| Status | complete, no violations |
| Tmin final | 1.72 ns |
| Pint | approximately 0.00032 W |
| Switching part of the total | between 10% and 20% |
| Total of warnings raised by yosys | 1 |
| Post-synth EDFFs | 4 |
| First-pass GRT wire length | 2.26 mm |
| Tool warnings | 25 |
| Hold depth | 1 |
| Die Ht | 90 um |
| Max-cap viol count | 0 |
| Gr usage total | roughly 3.4% |
| FFs w/ async S/R, synth | 73.3% |
==> kinds of logic after synthesis <==
group | Yosys count | synth area share (%)
buffers and inverters | 4 | 3.36
muxes | 1 | 1.68
and+or+nand+nor | 16 | 13.2
adders and majority gates | 1 | 2.99
xor gates and xnor gates | 2 | 2.61
AOI/OAI and AO/OA | 16 | 17.0
DFF | 15 | 59.1
==> state kept, by name (all words and copies together), names as in the netlist <==
signal      count
counter         3
count_up        1
D3              1
route           1
nextState       3
count_down      1
state           5
==> power groups by stage <==
stage | Clock (W) | Sequential [W] | Combinational, W
4_1_cts | 0.000165 | 0.000225 | 0.0000172
6_report | 0.000162 | 0.000225 | 0.0000168
5_1_grt | 0.000181 | 0.000225 | 0.0000191
==> area by class of cell <==
cell class              count  share of cell area (%)
flip-flops and latches     15                    45.8
multi-input cells          36                    29.0
well taps                  67                    9.68
repair buffers              8                    8.96
clock buffers               4                    5.20
inverters                   3                    1.30
==> through the flow <==
step | utilization, % | hold slack, ns | instances | cell area [um^2]
after floorplan | - | 0.284 | 55 | 671
after global placement | 17.4 | 0.465 | 129 | 821
after detailed placement | 17.4 | 0.482 | 129 | 821
after CTS | 18.3 | 0.492 | 133 | 866
after global routing | 18.3 | 0.508 | 133 | 866
final | 18.3 | 0.490 | 133 | 866
==> layout by cell type, fill, tap and decap left out, types with 3 or more instances in the layout <==
cell type and n:
nand2_1 4, edfxtp_1 4, clkdlybuf4s50_1 7, nor2_1 3, clkbuf_8 3, dfrtp_1 10
a21oi_1 4, inv_1 3
==> final timing paths <==
path                            startpoint    endpoint  slack (ns)
max in group asynchronous             nRst    state[0]        1.99
worst max-delay path            counter[0]  counter[0]        1.18
worst min-delay path            counter[2]  counter[2]        0.49
worst max register to register  counter[0]  counter[2]        1.52
min in group asynchronous             nRst  counter[0]        0.68
worst min register to register  counter[2]  counter[2]        0.49
==> metal layers <==
metal  track usage [%]  up-vias  share of wire (%)
met5                 0        -                  0
met4             0.398        0               0.65
met3              2.18        2                 10
li1                  -      223                  -
met1              4.89      223                 53
met2              4.12       12                 36
Power and IR drop assume default switching activity.
