[constraint.sdc]
current_design Serial_Transmitter_Modified2

set clk_period 1.8
set clk_io_pct 0.2

create_clock -name clk0 -period $clk_period [get_ports {Clk}]
create_clock -name clk1 -period $clk_period [get_ports {Send}]

set non_clock_inputs [all_inputs -no_clocks]
set_input_delay [expr $clk_period * $clk_io_pct] -clock clk0 $non_clock_inputs
set_output_delay [expr $clk_period * $clk_io_pct] -clock clk0 [all_outputs]
[run.sh]
#!/bin/bash
# OpenROAD 26Q1-2900-gdf79404cd8, Yosys 0.63+post, stock flow scripts
make -C /OpenROAD-flow-scripts/flow DESIGN_CONFIG=/design/flow/config.mk WORK_HOME=/design/flow/orfs finish
[design.v]
module Serial_Transmitter_Modified2 ( Clk, Send, PDin, SCout, SDout, send_en);
	input Clk, Send;
	input [7:0] PDin;
	output SCout;
	output SDout;
	output reg send_en;
	reg [8:0] temp;
	reg parr,out,delayed_send;
	reg [3:0] counter;
	always @ (posedge Send)	
	begin
		if(Send==1'b1)
			send_en<=1'b1;
		else 
			send_en<=send_en;
	end
	always @ (posedge Clk)
	begin
		if (send_en && temp==9'd0 )
		begin
			temp<={|PDin,PDin};
			out<=PDin[7];
			parr<=parr^PDin[7];
			counter<=4'd1;
		end
		else if(counter<4'd9)
		begin
			out<=temp[7];
			temp<={temp[7:0],1'b0};
			parr<=parr^temp[7];
			counter<=counter+1'd1;
		end
		else
		begin
			out<=parr;
			temp<=8'd0;
			counter<=4'd0;
		end
	end
	assign SDout=out;
	assign SCout=Clk;
endmodule 
[config.mk]
export PLATFORM = sky130hd
export DESIGN_NAME = Serial_Transmitter_Modified2
export DESIGN_NICKNAME = Serial_Transmitter_Modified2
export VERILOG_FILES = /design/flow/design.v
export SDC_FILE = /design/flow/constraint.sdc
export NUM_CORES = 4
export LEC_CHECK = 1
export CORE_AREA = 10 10 74 74
export DIE_AREA = 0 0 84 84
==> reports/qor.txt <==
Status: finished, final reports clean
Number of enable flip-flop cells: 1
Top cell area share: 0.451
Hold Violations, Final: 0
Initial DRC count: 37
Rows: 23
Total Power: 0.00159 W
FFs w/ async S/R, synth: 0
Via count: 474
Pwr/cell area: 1890 nW/µm²
Total Neg Setup Slack: 0 ps
Syn-to-layout area delta: 35.8%
Max Cap Viol: 0
Crit-path max FO: 2
Worst setup SP type: clock port
VDD IR max: 0.000839 V
GR Overflow Total: 0
GRT Overall Usage: 0.0369
# hold bufs at CTS: 0
Cells in synth_stat.txt: 58
IO buf count: 10
HPWL Detailed: 925 µm
Post-Syn Area: 622 µm²
WP data arrival: 1350 ps
Routability congestion estimate from global placement: 0.798
Die span in y: 84 µm
Ant diodes: 0
Via density: 3.89
Main area contributors: dfxtp_1 (45%), a22o_1 (9.9%), edfxtp_1 (4.8%)
Crit path DRT: 1440 ps
Top cells by count, synth: dfxtp_1 (14), a22o_1 (7), nand2_1 (4), inv_1 (3)
Syn_area_per_cell: 10.7 µm²
Initial Util: 0.157
CTS tree: built
OpenROAD warning count: 29
Slew Limit Fails: 0
DRT Wirelength: 1.23 mm
Final ANT Viol Nets: 0
Core Area: 3970 µm²
Fillers: 437
HP Class: flop to flop
Clock Pin Slew Worst Setup and Hold Paths: 60 ps
Final setup viols: 0
Post-Syn Instances: 58
I/O pins: 13
Post-cts gate resize count: 1
Synth area leader: dfxtp_1
Dominant flop cell: dfxtp_1
Share of cells above drive strength 1: 0.125
CP Capture Type: output port
Synth top cell by count: dfxtp_1
RSZ-0062 raised after global routing: no
Register share after synthesis: 0.499
Die Wd: 84 µm
Wirelength per Cell: 10.1 µm
Clk_skew: 3.13 ps
Pin count of the biggest net entering global routing: 15
Yosys stat area: 622 µm²
Crit path kind: clock port to output port
Die ar.: 7060 µm²
Vias in the first global route: 492
First-pass GRT wire length: 2.18 mm
Cell Type Count: 28
DRT Pass-1 Iters: 2
Register bit count reported by yosys: 15
Yosys warns: 1
Post-CTS Setup Bufs: 0
Pleak: 0.322 nW
Drt drc: 0
Initial antenna violation count: 0
cell families after synthesis:
kind of cell    after synthesis  share of synthesized area
simple gates                 18                      0.193
flops                        15                      0.499
compound gates               14                      0.173
buf+inv                       6                     0.0604
xor+xnor                      2                     0.0282
fa+ha+maj                     2                     0.0402
other cells                   1                    0.00603
flip-flops by register name, indices dropped and copies added (netlist names):
name and flops:
counter 4, out 1, parr 1, temp 9
routing by layer:
layer / vias to the layer above / track usage / wire [µm]
met3: 5 / 0.0246 / 81
met5: - / 0 / 0
met4: 0 / 0.0137 / 29
li1: 237 / - / -
met2: 13 / 0.0474 / 484
met1: 219 / 0.0471 / 632
final timing paths:
| kind | start | slack [ps] | depth (start not counted) | to |
|---|---|---|---|---|
| worst max-delay path | Clk | 90 | 3 | SCout |
| worst min-delay path | temp[4] | 480 | 1 | temp[5] |
| worst max register to register | counter[0] | 280 | 5 | parr |
| worst min register to register | temp[4] | 480 | 1 | temp[5] |
report_power, final:
group	internal, W	switching, W
sequential	0.000509	0.000122
combinational	0.000282	0.000229
clock	0.000315	0.000139
final cells by class:
type                       count  area [µm²]  area share
clock buffer                   7        91.3       0.108
clock inverter                 1        5.00     0.00593
inverter                       3        11.3      0.0133
multi-input combinational     37         274       0.324
sequential                    15         310       0.367
tap                           50        62.6      0.0741
timing repair buffer           9        90.1       0.107
worst max-delay path: stages:
cell           delay (ps)
clkbuf_8              110
clkbuf_8              120
dlygate4sd2_1         230
stage by stage:
stage / setup slack, ps / hold WS [ps] / instances / util / instance area (µm²)
global route: 58.6 / 505 / 122 / 0.213 / 845
detailed placement: 173 / 466 / 115 / 0.191 / 758
global placement: 171 / 471 / 115 / 0.191 / 758
floorplan: 442 / 426 / 58 / - / 622
finish: 86.1 / 479 / 122 / 0.213 / 845
CTS: 73.5 / 480 / 122 / 0.213 / 845
layout by cell type (no fill, tap or decap), types with 2 or more instances in the layout:
master	netlist	final
a22o_1	7	7
clkbuf_8	0	6
clkdlybuf4s50_1	0	9
dfxtp_1	14	14
ha_1	2	2
inv_1	3	3
nand2_1	4	4
nand4_1	2	2
nor4_1	2	2
o21ai_0	2	2
xnor2_1	2	2
No activity file was given, so power comes from the tool's default toggle rates.
