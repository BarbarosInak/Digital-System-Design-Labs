**run.sh**
```bash
#!/bin/bash
# OpenROAD 26Q1-2900-gdf79404cd8, Yosys 0.63+post, stock flow scripts
make -C /OpenROAD-flow-scripts/flow DESIGN_CONFIG=/design/flow/config.mk WORK_HOME=/design/flow/orfs finish
```
**config.mk**
```make
export PLATFORM = sky130hd
export DESIGN_NAME = Barbaros_INAK_Lab2
export DESIGN_NICKNAME = Barbaros_INAK_Lab2
export VERILOG_FILES = /design/flow/design.v
export SDC_FILE = /design/flow/constraint.sdc
export NUM_CORES = 4
export LEC_CHECK = 1
export CORE_AREA = 10 10 70 70
export DIE_AREA = 0 0 80 80
```
**constraint.sdc**
```tcl
current_design Barbaros_INAK_Lab2

set clk_period 1.7
set clk_io_pct 0.2

create_clock -name clk0 -period $clk_period [get_ports {clk}]

set non_clock_inputs [all_inputs -no_clocks]
set_input_delay [expr $clk_period * $clk_io_pct] -clock clk0 $non_clock_inputs
set_output_delay [expr $clk_period * $clk_io_pct] -clock clk0 [all_outputs]
```
**design.v**
```verilog
module Barbaros_INAK_Lab2(nReset, clk, enable, co1,co10,co100,nextEn,nextEn10,nextEn100);
	input nReset,clk,enable;
	output [3:0] co1,co10,co100;
	output nextEn,nextEn10,nextEn100;
	BCD_counter counter_1(nReset,clk,enable,nextEn,co1);
	BCD_counter counter_2(nReset,clk,nextEn,nextEn10,co10);
	BCD_counter counter_3(nReset,clk,nextEn10,nextEn100,co100);
endmodule
module BCD_counter(nReset, clk, enable, nextEn, Cout);
	input nReset,clk,enable;
	output nextEn;
	output [3:0] Cout;
	reg [3:0] counter;
	always @ (posedge clk, negedge nReset)
	begin
		if (nReset==1'b0)
			counter<=4'd0;
		else
		begin
			if(enable == 1'b1)
			begin
				if(counter == 4'd9)
					counter <= 4'd0;			
				else
					counter <= counter+4'd1;
			end
			else
				counter <= counter;
		end
	end
	assign nextEn=(counter== 4'd9 && enable==1'b1)? 1'b1 : 1'b0;
	assign Cout=counter;
endmodule
```
==> out/notes.md <==
### Status
• finished, violations left — status
• negative setup slack — violations in the final reports

### Routing
• 0 — n_diodes
• 0 — Post-route DRC
• 0 — number of routed nets with antenna violations
• 34 — detailed router's first-iteration violation count
• 1690 um — final WL
• 4 — iteration tally of the first detailed-router pass
• 641 — routed via count
• 4.11 — mean number of vias per cell
• 10.8 um — mean routed wirelength per cell

### Die
• 80 um — floorplan die height
• 18 — io pins
• 80 um — die x size
• 3420 um^2 — placeable core region
• 6400 um^2 — full die area
• 21 — FP Rows
• 0.190 — initial core utilization

### Logic synthesis
• 0.463 — proportion of netlist area held by the largest area contributor
• 29 — Distinct cells, synth
• 12 — Synthesized registers
• dfrtp_1 46%, and3b_1 5.4%, xnor2_1 4.1% — largest cells by area after synthesis
• 10.8 um^2 — average cell area after synthesis
• 1.00 — share of synthesized registers carrying an async set or reset
• 60 — number of standard cells after synthesis
• 60 — yosys cell count
• dfrtp_1 — most used flip-flop cell after synthesis
• dfrtp_1 — top cell type by total area after synthesis
• 648 um^2 — area of the mapped netlist
• 0 — EDFF count, synth
• 0.463 — share of synthesized area occupied by flip-flops and latches
• 648 um^2 — Chip Area, Yosys
• 1 — Yosys Warn Count

### Worst setup path
• 0.05 ns — reg-to-reg slack, setup
• 1.36 ns — data required time of the worst path
• counter_1.counter[1]$_DFFE_PN0P_ — worst reg2reg path startpoint
• counter_1.counter[1]$_DFFE_PN0P_ — launch point of the worst path
• register to primary output — Worst Path Class, Setup
• register — type of origin of the critical path
• primary output — nature of the critical path endpoint
• nextEn100 — endpoint of the most critical setup path
• 7 — cells on worst reg2reg path
• 1.46 ns — crit path DAT
• counter_3.counter[1]$_DFFE_PN0P_ — RR Endpoint
• 2 — maximum fanout count along the critical path

### Final timing
• 1.06 — post-layout period usage
• 0.00288 ns — Worst Skew
• 0.555 ns — Least-Margin Pin Slew
• 2 — Setup violations, final
• -0.104 ns — setup TNS
• true — unrepaired setup endpoints after global routing
• 0.555 GHz — Peak Freq
• 0 — number of pins with negative max-slew slack in the final report
• 0 — number of hold-slack violations in the final timing report
• 0.629 — Slew headroom
• -0.101 ns — post-route setup slack
• 1.80 ns — final critical delay including setup and external delays

### GRT
• 0 — initial antenna violation count
• 0.0555 — total routing usage reported by global routing
• 13 — largest net degree at the start of global routing
• 0 — remaining global-route overflow
• 653 — via count of the first global-routing pass
• 2920 um — wire length of the first global-routing pass

### Placement
• 1210 um — detailed-placement wirelength estimate
• 0.820 — global placer's final weighted congestion
• 17 — number of buffers added on ports
• 139 — number of placed cells counting well taps

### Hold path
• primary input to async pin — HP Class

### Final layout
• 156 — non-filler cells in the finished layout
• 77.4% — area growth from synthesis to layout
• 334 um^2 — multi-input gate area in the final layout
• 343 — number of fillers in the final layout
• 0.445 — share of cells above drive strength 1
• 300 um^2 — area taken by flip-flops and latches

### Clocking
• 1 — level count of the clock H-tree
• 3 — number of buffers added by the clock tree synthesis step
• clkbuf_4 — Root Buffer Master
• built — clock tree from TritonCTS
• 12 — TritonCTS sink count
• 0.07 ns — Worst-path clk slew
• 0.27 ns — insertion delay to the later sink of the worst-skew pair
• 2 — maximum buffer depth of the clock tree

### Power and ir drop
• 0.591 nW — leakage power
• 0.716 mV — maximum VDD drop
• 1320 nW/um^2 — Pwr per Cell Area

### Flow run
• 0 — number of max-cap violations
• 27 — Log Warnings

## registers in the layout (all words and copies together) (netlist names)
register and count:
counter_1.counter 4, counter_2.counter 4, counter_3.counter 4
## how the worst min path moves through the flow
stage,from,endpoint,cells past startpoint
finish,nReset,counter_2.counter[0]$_DFFE_PN0N_,1
global route,nReset,counter_3.counter[3]$_DFFE_PN0P_,1
CTS,nReset,counter_2.counter[3]$_DFFE_PN0N_,1
## cell type report
class | count | area share
well taps | 46 | 0.0501
multi-input cells | 44 | 0.291
repair buffers | 49 | 0.372
clock buffers | 3 | 0.0196
flip-flops and latches | 12 | 0.261
inverters | 2 | 0.00653
## through the flow
step | util | area, um^2 | power [W] | hold WS [ns] | setup slack [ns]
floorplan | - | 648 | 0.000729 | 0.0444 | 0.406
global placement | 0.289 | 988 | 0.00116 | 0.541 | -0.491
detailed placement | 0.289 | 988 | 0.00117 | 0.540 | -0.506
CTS | 0.330 | 1130 | 0.00148 | 0.445 | -0.158
global route | 0.337 | 1150 | 0.00165 | 0.459 | -0.211
finish | 0.337 | 1150 | 0.00152 | 0.426 | -0.101
## placed cells by master, fill, tap and decap left out, types with 2 or more instances in the layout
cell type	n
nand2_1	2
nand3_1	3
inv_1	2
buf_4	25
nor2b_1	2
dlygate4sd2_1	2
xor2_1	3
and3b_1	3
clkbuf_4	3
xnor2_1	3
buf_2	2
buf_6	8
clkdlybuf4s50_1	11
and2b_2	2
o21ai_0	2
dfrtp_1	12
and2_4	2
nand4_1	3
nor2_1	2
## kinds of logic after synthesis
logic type	after synthesis	share of synthesized area
AND-OR/OR-AND	7	0.0734
XOR/XNOR	6	0.0811
buffers and inverters	4	0.0463
flip-flops	12	0.463
multiplexers	2	0.0347
AND/OR/NAND/NOR	29	0.301
## worst max-delay path, cell delays in order, from the launching register on
cell and delay [ns]:
dfrtp_1 0.37, and3b_2 0.26, buf_6 0.09, nand4_1 0.15, nor4_1 0.19, buf_2 0.13
## timing repair
item | in CTS | in global routing
buffers inserted | 17 | 4
resized | 21 | 5
hold buffers | 0 | 0
pin swaps | 6 | 6
setup endpoints to repair | 3 | 5
## per-layer routing
metal / part of all wire / GRT usage / wire length [um]
met3: 0.12 / 0.0295 / 194
met1: 0.46 / 0.0734 / 774
met4: 0 / 0.00352 / 0
met2: 0.42 / 0.0819 / 716
met5: 0 / 0 / 0
## where the power goes
group / internal [W] / total (W) / switching, W
Combinational: 0.000605 / 0.000912 / 0.000307
Clock: 0.0000819 / 0.000175 / 0.0000929
Sequential: 0.000381 / 0.000428 / 0.0000468
Total: 0.00107 / 0.00152 / 0.000447
## cell usage after synthesis, types with 2 or more instances
library cell / n
nand2_1: 2
nor2b_1: 2
dfrtp_1: 12
and2_1: 2
buf_6: 2
inv_1: 2
and3b_1: 4
nor2_1: 2
and2b_2: 2
mux2_2: 2
nand3_1: 3
xnor2_1: 3
o21ai_0: 2
xor2_1: 3
nand4_1: 3
No activity file was given, so power comes from the tool's default toggle rates.
